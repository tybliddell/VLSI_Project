**./design.v**
```verilog
module cache(
    input [24:0] cpu_request,  
    input cpu_request_ready,  
    input clock, input reset,
    input [15:0] invalidate_address,  
    input [15:0] memory_response,  
    input memory_response_ready,
    output reg [24:0] memory_request,  
    output reg memory_request_ready,  
    output reg [7:0] data_out,  
    output reg data_out_ready  
);
    reg [1 + 8 + 16 - 1:0] cache_mem[128-1:0]; 
    integer i;
    parameter RESET = 3'd0;
    parameter IDLE = 3'd1;
    parameter _IDLE = 3'd2;
    parameter COMPARE_TAG = 3'd3;
    parameter WAIT_ON_MEMORY = 3'd4;
    parameter _WAIT_ON_MEMORY = 3'd5;
    reg [2:0] state = IDLE;
    reg [2:0] next_state = IDLE;
    reg [15:0] last_invalidate;
    always @(posedge clock) begin
        if(!reset)
            state = RESET;
        else
            state = next_state;
        if(invalidate_address != last_invalidate) begin
            if(cache_mem[invalidate_address[7:1]][(8 + 16 - 1):(16)] == invalidate_address[15:8]) begin
                cache_mem[invalidate_address[7:1]][(1 + 8 + 16 - 1)] <= 1'b0;
            end
        end
        last_invalidate <= invalidate_address;
        data_out <= data_out;
        memory_request <= memory_request;
        case(state)
            RESET: begin
                for(i = 0; i < 128; i = i + 1) begin
                    cache_mem[i][1 + 8 + 16 - 1:0] <= {1 + 8 + 16{'d0}};
                end
                memory_request <= 25'd0;
                memory_request_ready <= 1'd0;
                data_out <= 8'd0;
                data_out_ready <= 1'd0;
                next_state <= IDLE;
            end
            IDLE, _IDLE: begin
                if(cpu_request_ready)
                    next_state <= COMPARE_TAG;
                else
                    next_state <= state == IDLE ? _IDLE : IDLE;
                memory_request <= 25'd0;
                memory_request_ready <= 1'd0;
                data_out <= data_out;
                data_out_ready <= 1'd0;
            end
            COMPARE_TAG: begin
                if(cpu_request[24] == 1'b0) begin
                    if(cache_mem[cpu_request[7:1]][(8 + 16 - 1):(16)] == cpu_request[15:8]
                        && cache_mem[cpu_request[7:1]][(1 + 8 + 16 - 1)] == 1'b1) begin
                        memory_request <= 25'd0;
                        memory_request_ready <= 1'd0;
                        if(cpu_request[0] == 1'b0)
                            data_out <= cache_mem[cpu_request[7:1]][7:0];
                        else
                            data_out <= cache_mem[cpu_request[7:1]][15:8];
                        data_out_ready <= 1'd1;
                        next_state <= IDLE;
                    end
                    else begin  
                        memory_request <= { 1'd0, 8'd0, cpu_request[15:0] };
                        memory_request_ready <= 1'd1;
                        data_out <= data_out;
                        data_out_ready <= 1'd0;
                        next_state <= WAIT_ON_MEMORY;
                    end
                end
                else begin
                    cache_mem[cpu_request[7:1]][(8 + 16 - 1):(16)] <= cpu_request[15:8];
                    cache_mem[cpu_request[7:1]][(1 + 8 + 16 - 1)] <= 1'd1;
                    if(cpu_request[0] == 1'b0)
                        cache_mem[cpu_request[7:1]][7:0] <= cpu_request[23:16];
                    else
                        cache_mem[cpu_request[7:1]][15:8] <= cpu_request[23:16];
                    memory_request <= { 1'd1, cpu_request[23:16], cpu_request[15:0] };
                    memory_request_ready <= 1'd1;
                    data_out <= data_out;
                    data_out_ready <= 1'd0;
                    next_state <= WAIT_ON_MEMORY;
                end
            end
            WAIT_ON_MEMORY, _WAIT_ON_MEMORY: begin
                if(memory_response_ready == 1'b1) begin
                    cache_mem[cpu_request[7:1]][(16 - 1):0] <= memory_response;
                    data_out_ready <= 1'd1;
                    memory_request <= 25'd0;
                    memory_request_ready <= 1'd0;
                    if(cpu_request[0] == 1'b0)
                        data_out <= memory_response[7:0];
                    else
                        data_out <= memory_response[15:8];
                    next_state <= IDLE;
                end
                else begin
                    next_state <= state == WAIT_ON_MEMORY ? _WAIT_ON_MEMORY : WAIT_ON_MEMORY;
                    memory_request <= memory_request;
                    memory_request_ready <= 1'd1;
                    data_out <= data_out;
                    data_out_ready <= 1'd0;
                end
            end
            default: begin
                next_state <= IDLE;
                memory_request <= 25'd0;
                memory_request_ready <= 1'd0;
                data_out <= 8'd0;
                data_out_ready <= 1'd0;
            end            
        endcase
    end
endmodule
module cache_coherenter(
    input clock, reset,
    input [24:0] cache_change_0, cache_change_1,
    output reg [15:0] cache_invalidate_0, cache_invalidate_1
);
    always @(posedge clock) begin
        if(!reset) begin
            cache_invalidate_0 <= 16'd0;
            cache_invalidate_1 <= 16'd0;
        end
        else begin
            if(cache_change_0[24] == 1'd1)
                cache_invalidate_1 <= cache_change_0[15:0];
            if(cache_change_1[24] == 1'd1)
                cache_invalidate_0 <= cache_change_1[15:0];
        end
    end
endmodule
module input_collector
#(parameter OUTPUT_WIDTH = 16)
(
    input serial_in,
    input fast_clk,
    input ready,
    input reset,
    output reg [OUTPUT_WIDTH-1:0] data,
    output reg data_ready
);
    always @(posedge fast_clk) begin
        if(!reset) begin
            data <= {OUTPUT_WIDTH{1'd0}};
            data_ready <= 1'd0;
        end
        else if(!ready) begin
            data <= { serial_in, data[OUTPUT_WIDTH-1:1] };
            data_ready <= 1'd0;
        end
        else if(ready) begin
            data_ready <= 1'd1;
        end
    end
endmodule
module output_emitter
#(parameter INPUT_WIDTH = 16)
(
    input [INPUT_WIDTH-1:0] data,
    input fast_clk,
    input start,
    input reset,
    output reg serial_out,
    output reg serial_done
);
    reg [$clog2(INPUT_WIDTH):0] counter;
    always @(posedge fast_clk) begin
        if(!reset) begin
            serial_out <= 1'd0;
            serial_done <= 1'd0;
            counter <= {$clog2(INPUT_WIDTH){'d0}};
        end
        else if(start) begin
            serial_out <= data[counter];
            if(counter < INPUT_WIDTH) begin
                counter <= counter + 1'd1;
                serial_done <= 1'd0;
            end
            else begin
                serial_done <= 1'd1;
            end
        end
        else if(!start) begin
            counter <= {$clog2(INPUT_WIDTH){'d0}};
            serial_out <= 1'd0;
            serial_done <= 1'd0;
        end
    end
endmodule
module top_level(
    input clock, fast_clk, reset,
    input cpu_serial_request_0, cpu_serial_request_1,
    input cpu_serial_request_ready_0, cpu_serial_request_ready_1,
    input memory_serial_response_0, memory_serial_response_1, 
    input memory_serial_response_ready_0, memory_serial_response_ready_1,
    output data_out_serial_0, data_out_serial_1,
    output data_out_serial_ready_0, data_out_serial_ready_1,
    output memory_request_serial_0, memory_request_serial_1,
    output memory_request_serial_ready_0, memory_request_serial_ready_1 
);
    wire [24:0] cpu_request_0, cpu_request_1;
    wire cpu_request_ready_0, cpu_request_ready_1;
    wire [7:0] data_out_0, data_out_1;
    wire data_out_ready_0, data_out_ready_1;
    wire [15:0] invalidate_address_0, invalidate_address_1;
    wire [15:0] memory_response_0, memory_response_1;
    wire memory_response_ready_0, memory_response_ready_1;
    wire [24:0] memory_request_0, memory_request_1;
    wire memory_request_ready_0, memory_request_ready_1;
    input_collector #(.OUTPUT_WIDTH(25)) cpu_0_collector(.serial_in(cpu_serial_request_0), .fast_clk(fast_clk), .ready(cpu_serial_request_ready_0), .reset(reset), .data(cpu_request_0), .data_ready(cpu_request_ready_0));
    input_collector #(.OUTPUT_WIDTH(25)) cpu_1_collector(.serial_in(cpu_serial_request_1), .fast_clk(fast_clk), .ready(cpu_serial_request_ready_1), .reset(reset), .data(cpu_request_1), .data_ready(cpu_request_ready_1));
    input_collector #(.OUTPUT_WIDTH(16)) mem_0_collector(.serial_in(memory_serial_response_0), .fast_clk(fast_clk), .ready(memory_serial_response_ready_0), .reset(reset), .data(memory_response_0), .data_ready(memory_response_ready_0));
    input_collector #(.OUTPUT_WIDTH(16)) mem_1_collector(.serial_in(memory_serial_response_1), .fast_clk(fast_clk), .ready(memory_serial_response_ready_1), .reset(reset), .data(memory_response_1), .data_ready(memory_response_ready_1));
    output_emitter #(.INPUT_WIDTH(8)) cpu_0_emitter (.data(data_out_0), .fast_clk(fast_clk), .start(data_out_ready_0), .reset(reset), .serial_out(data_out_serial_0), .serial_done(data_out_serial_ready_0));
    output_emitter #(.INPUT_WIDTH(8)) cpu_1_emitter (.data(data_out_1), .fast_clk(fast_clk), .start(data_out_ready_1), .reset(reset), .serial_out(data_out_serial_1), .serial_done(data_out_serial_ready_1));
    output_emitter #(.INPUT_WIDTH(25)) mem_0_emitter(.data(memory_request_0), .fast_clk(fast_clk), .start(memory_request_ready_0), .reset(reset), .serial_out(memory_request_serial_0), .serial_done(memory_request_serial_ready_0));
    output_emitter#(.INPUT_WIDTH(25)) mem_1_emitter(.data(memory_request_1), .fast_clk(fast_clk), .start(memory_request_ready_1), .reset(reset), .serial_out(memory_request_serial_1), .serial_done(memory_request_serial_ready_1));
    cache cache_0(.cpu_request(cpu_request_0), .cpu_request_ready(cpu_request_ready_0), .clock(clock), .reset(reset),
    .invalidate_address(invalidate_address_0), .memory_response(memory_response_0), .memory_response_ready(memory_response_ready_0),
    .memory_request(memory_request_0), .memory_request_ready(memory_request_ready_0), .data_out(data_out_0), .data_out_ready(data_out_ready_0));
    cache cache_1(.cpu_request(cpu_request_1), .cpu_request_ready(cpu_request_ready_1), .clock(clock), .reset(reset),
    .invalidate_address(invalidate_address_1), .memory_response(memory_response_1), .memory_response_ready(memory_response_ready_1),
    .memory_request(memory_request_1), .memory_request_ready(memory_request_ready_1), .data_out(data_out_1), .data_out_ready(data_out_ready_1));
    cache_coherenter coherenter(.cache_change_0(memory_request_0), .cache_change_1(memory_request_1), .cache_invalidate_0(invalidate_address_0), .cache_invalidate_1(invalidate_address_1),
                                .clock(clock), .reset(reset));
endmodule
```
**./run.sh**
```bash
#!/bin/bash
# OpenROAD 26Q1-2900-gdf79404cd8, Yosys 0.63+post, stock flow scripts
make -C /OpenROAD-flow-scripts/flow DESIGN_CONFIG=/design/flow/config.mk WORK_HOME=/design/flow/orfs finish
```
**./config.mk**
```make
export PLATFORM = sky130hd
export DESIGN_NAME = top_level
export DESIGN_NICKNAME = top_level
export VERILOG_FILES = /design/flow/design.v
export SDC_FILE = /design/flow/constraint.sdc
export NUM_CORES = 4
export LEC_CHECK = 1
export CORE_UTILIZATION = 50
export SYNTH_MEMORY_MAX_BITS = 65536
```
**./constraint.sdc**
```tcl
current_design top_level

set clk_period 32.2
set clk_io_pct 0.2

create_clock -name clk0 -period $clk_period [get_ports {clock}]
create_clock -name clk1 -period $clk_period [get_ports {fast_clk}]

set non_clock_inputs [all_inputs -no_clocks]
set_input_delay [expr $clk_period * $clk_io_pct] -clock clk0 $non_clock_inputs
set_output_delay [expr $clk_period * $clk_io_pct] -clock clk0 [all_outputs]
```
==> flow.log <==
[flow] collecting metrics
INFO  metric status = complete, but fails checks
INFO  metric failed_checks = max-capacitance violations, max-slew violations
INFO  metric power_density = 57.84 nW/um^2
INFO  metric netlist.area_leader.share = 0.6081
INFO  metric edf_count = 6210
INFO  metric maxCapViolations = 2
INFO  metric async_flop_share = 0
INFO  metric yosysCellCount = 24780
INFO  metric vdd_drop_max = 0.07061 mV
INFO  metric final_hold_viol_count = 0
INFO  metric grt_start_max_net_pins = 103
INFO  metric critical_path_cell_by_cell = buf_6, buf_4, and4b_1, buf_4, nand2_4, inv_6, nand2_1, nand2_4, buf_4, buf_4, nand2_1, nand2_1
INFO  metric die_w = 785.1 um
INFO  metric total_power = 0.01979 W
INFO  metric top_cells_by_count = sky130_fd_sc_hd__edfxtp_1 (6210), sky130_fd_sc_hd__nor2_1 (5531), sky130_fd_sc_hd__nand2_1 (1892)
INFO  metric crit_path_max_fanout = 59
INFO  metric timing.clock.skew = 0.05948 ns
INFO  metric critical_path_required = 33.04 ns
INFO  metric ys_ff = 6668
INFO  metric timing.final.ws_setup = 21.60 ns
INFO  metric warnings = 36
INFO  metric finalSetupViolCount = 0
INFO  metric synth_dominant_cell_count = sky130_fd_sc_hd__edfxtp_1
INFO  metric grt.total_usage = 0.4828
INFO  metric area_leaders = sky130_fd_sc_hd__edfxtp_1 (61%), sky130_fd_sc_hd__nor2_1 (6.8%), sky130_fd_sc_hd__mux4_2 (5.6%), sky130_fd_sc_hd__dfxtp_1 (3.0%), sky130_fd_sc_hd__a22oi_1 (2.5%)
INFO  metric synthesis.yosys.warnings = 6
INFO  metric drt-total-wl = 1358 mm
INFO  metric synth_area = 306600 sq um
INFO  metric drt_first_pass_iters = 9
INFO  metric drv_slew = 8
INFO  metric synth.yosys.chip_area = 306600 sq um
INFO  metric timing.hold.worst.class = flop to flop
INFO  metric tritoncts_num_sinks = 6668
INFO  metric drc_errors = 0
INFO  metric route.detailed.wl_per_inst = 40.60 um
INFO  metric drt-vias-per-instance = 6.806
INFO  metric floorplan.die_area = 616400 sq um
INFO  metric worstSetupPathType = input pin to flop
INFO  metric arrival = 11.44 ns
INFO  metric post-dp-hpwl = 920.6 mm
INFO  metric worst_setup_path_end_kind = flop
INFO  metric groute.layer.met2.usage = 0.5634
INFO  metric worst_hold_slack = 0.002002 ns
INFO  metric finalWeightedCongestion = 1.077
INFO  metric fp.dieH = 785.1 um
INFO  metric first_global_vias = 226000
INFO  metric cp_slowest_cell = sky130_fd_sc_hd__buf_4
INFO  metric slowest_delay = 0.59 ns
INFO  metric synth-seq-area-share = 0.6380
INFO  metric detailedPlace.worstSlack = 20.64 ns
INFO  metric initCoreUtil = 0.5020
INFO  metric design.core.area = 610800 sq um
INFO  metric leakage = 111.9 nW
INFO  metric gr-total-overflow = 0
INFO  metric floorplan.rows = 287
INFO  metric clock_tree_from_tritoncts = built
INFO  metric fraction_of_final_layout_cells_sized_beyond_drive_strength_1 = 0.1478
INFO  metric slew_headroom = -0.04847
INFO  metric mean_area_per_synthesized_cell = 12.38 sq um
INFO  metric grt_busiest_layer = met1
INFO  metric setup-tns-final = 0 ns
INFO  metric area_growth = 11.58%
INFO  metric grt.met1_usage = 0.5792
INFO  metric worst_setup_hold_path_clk_slew = 0.06 ns
INFO  metric rsz0062_at_grt = no
INFO  metric synthesis.instances = 24780
INFO  metric grt_first_pass_wirelength = 1839 mm
INFO  metric grtUsageMet3 = 0.4555
INFO  metric synth_area_leader_cell = sky130_fd_sc_hd__edfxtp_1
INFO  metric timing.critical_path.from_type = input pin
INFO  metric finalCoreUtilization = 0.5601
INFO  metric critPathMostFrequentCell = sky130_fd_sc_hd__buf_4
INFO  metric route.antenna.remaining_nets = 0
INFO  metric initial_antenna_violation_count = 193
INFO  metric cts.repair_timing.setup_buffer_count = 0
INFO  metric ys.flop_type = sky130_fd_sc_hd__edfxtp_1
INFO  metric tightestPinTransition = 1.567 ns
INFO  metric detail_route.iter0.violations = 23280
INFO  metric vias = 227600
INFO  metric io-pin-count = 19
INFO  metric netlist-cell-type-count = 94
INFO  metric port_buffers = 17
## layer usage
layer / vias up / routed length, um / part of all wire
li1: 92750 / - / -
met1: 111200 / 416200 / 0.31
met2: 19370 / 524600 / 0.39
met3: 3923 / 311600 / 0.23
met4: 338 / 85030 / 0.063
met5: - / 20380 / 0.015
## state kept, by name, indices dropped and copies added (netlist names), 16 cells and up, named ones only
signal / cells
cache_0.cache_mem: 3200
cache_0.last_invalidate: 16
cache_0.memory_request: 25
cache_1.cache_mem: 3200
cache_1.last_invalidate: 16
cache_1.memory_request: 25
coherenter.cache_invalidate_0: 16
coherenter.cache_invalidate_1: 16
cpu_0_collector.data: 25
cpu_1_collector.data: 25
mem_0_collector.data: 16
mem_1_collector.data: 16
## area by class of cell
| cell class | count | area (sq um) |
|---|---|---|
| clock buffer | 937 | 19460 |
| tap | 8092 | 10120 |
| timing repair buffer | 1157 | 9280 |
| clock inverter | 352 | 3159 |
| inverter | 49 | 236.5 |
| antenna | 300 | 750.7 |
| fill | 48680 | 268700 |
| sequential | 6668 | 195800 |
| multi-input combinational | 15890 | 103400 |
## cell families after synthesis
logic type / share of synthesized area
XOR/XNOR: 0.002314
AND-OR/OR-AND: 0.09675
adder cells (fa/ha/maj): 0.0002448
buffers and inverters: 0.02907
AND/OR/NAND/NOR: 0.1386
flip-flops: 0.6380
multiplexers: 0.09500
## power breakdown
part / internal, W / switching (W)
logic: 0.000285 / 0.000794
clock network: 0.00465 / 0.00354
registers: 0.0102 / 0.000285
total: 0.0152 / 0.00462
## worst max-delay path: cells and delay by family
kind,cells,cell delay [ns]
buf+inv,6,2.69
simple gates,6,1.97
## final timing paths
| kind | endpoint | depth (start not counted) | slack [ns] | startpoint |
|---|---|---|---|---|
| setup reg to reg | cache_1.memory_request[1] | 17 | 24.35 | cpu_1_collector.data[2] |
| min in group clk1 | mem_1_emitter.counter[5] | 1 | 0.49 | mem_1_emitter.counter[5] |
| setup / recovery | cache_0.cache_mem[124][12] | 12 | 21.60 | reset |
| hold / removal | cache_0.memory_request[16] | 1 | 0.002 | cpu_0_collector.data[16] |
| hold reg to reg | cache_0.memory_request[16] | 1 | 0.002 | cpu_0_collector.data[16] |
| max in group clk1 | cpu_1_collector.data[24] | 4 | 24.00 | cpu_serial_request_ready_1 |
## through the flow
| step | instances | cell area [sq um] |
|---|---|---|
| finish | 33440 | 342100 |
| global route | 33310 | 341800 |
| CTS | 33140 | 341400 |
| detailed placement | 31850 | 318700 |
| global placement | 31850 | 318700 |
| floorplan | 24780 | 306600 |
## layout by cell type (no fill, tap or decap), drive strengths merged, types with 25 or more instances in the layout
cell,instances
edfxtp,6210
nand2,1892
diode,300
nor2,5531
a31oi,372
mux4,770
mux2,432
o2bb2ai,25
a222oi,35
o22ai,253
nand2b,74
xnor2,59
and2,1204
bufinv,51
a22oi,1040
o21ai,273
nand4,145
dfxtp,458
a221oi,674
nand3,105
o2111ai,30
nor4,151
a22o,221
a21oi,651
a221o,71
mux2i,690
o211ai,67
inv,77
o221ai,83
a41oi,73
clkinv,266
buf,1139
a211oi,53
and3,70
clkbuf,937
nor3,308
nand3b,25
nor2b,171
## timing repair
action                    4_1_cts  5_1_grt
resized                         0        0
hold buffers                    4        0
hold endpoints to repair        5        0
No activity file was given, so power comes from the tool's default toggle rates.
